===== ./design.v =====
`timescale 1ns / 1ps
module inputBuffer #(
	parameter NUM_CHARS = 60,
	parameter CHAR_WIDTH = 8
) (
	output reg [NUM_CHARS * CHAR_WIDTH - 1:0] characters,
	input [7:0] character,
	input rst,
	input inputReady
);
reg [6:0] charIdx;
initial begin
	charIdx = 0;
	characters = {NUM_CHARS * CHAR_WIDTH{1'b0}};
end
always @(posedge inputReady or posedge rst) begin
	if (rst == 1) begin
		charIdx = 0;
		characters = {NUM_CHARS * CHAR_WIDTH{1'b0}};
	end else begin
		characters[charIdx * CHAR_WIDTH +:CHAR_WIDTH] = character;
		charIdx = charIdx == NUM_CHARS - 1 ? 0 : (charIdx + 1);
	end
end
endmodule

===== ./run.sh =====
#!/bin/bash
# OpenROAD 26Q1-2900-gdf79404cd8, Yosys 0.63+post, stock flow scripts
make -C /OpenROAD-flow-scripts/flow DESIGN_CONFIG=/design/flow/config.mk WORK_HOME=/design/flow/orfs finish

===== ./config.mk =====
export PLATFORM = sky130hd
export DESIGN_NAME = inputBuffer
export DESIGN_NICKNAME = inputBuffer
export VERILOG_FILES = /design/flow/design.v
export SDC_FILE = /design/flow/constraint.sdc
export NUM_CORES = 4
export LEC_CHECK = 1
export CORE_UTILIZATION = 30

===== ./constraint.sdc =====
current_design inputBuffer

set clk_period 8.6
set clk_io_pct 0.2

create_clock -name clk0 -period $clk_period [get_ports {inputReady}]

set non_clock_inputs [all_inputs -no_clocks]
set_input_delay [expr $clk_period * $clk_io_pct] -clock clk0 $non_clock_inputs
set_output_delay [expr $clk_period * $clk_io_pct] -clock clk0 [all_outputs]

==> flow_summary.ini <==
; synthesis and place-and-route metrics
[status]
status = completed

[global_routing]
grt_pass1_wl_mm = 96.9
antenna_found_initial = 0
grt_use_total_pct = 21.7
grt_max_degree = 122
grt_pass1_vias = 13703
overflow = 0

[clock_network]
cts_hold_buf = 0
worstSkewPairLatency_ns = 0.59
clockBufferDepth = 3
clock_sinks = 487
cts_setup_buffers = 0
post_cts_resized = 0
cts_max_level = 2
cts.reportedPaths.clkPinSlew_ns = 0.06
cts_tree = yes
cts_root_buf = clkbuf_16
numCtsBuffers = 52

[placement]
place_inst = 2540
hpwl_mm = 46.3
io_buffers = 489
gp_congestion = 0.857

[setup_path]
cp-end-kind = flop
cp-start-kind = flop
worstSetupPathType = flop to flop
crit_required_ns = 9.11
critPathArrivalTime_ns = 4.55
critical_path.max_fanout = 15

[sta]
final.min_clock_period_ns = 4.05
clock_skew_ns = 0.0217
finalSetupViolCount = 0
fin_setup_tns_ns = 0
hold_viol_final = 0
relSlewSlack_pct = 36.0
min_period_over_period_pct = 47.0
rsz0062_at_grt = false
worst_pin_slew_ns = 0.958
drv_slew = 0
fmax_mhz = 247

[cells_and_area]
fillCellCount = 5405
logic_area_um2 = 5940
flop_area_um2 = 12200
drive_gt1_share_pct = 18.7
instances_no_fill = 2636
synthToLayoutAreaGrowth_pct = 42.0

[pwr]
p_leak_nw = 11.7
power_density_nw_per_um2 = 199
peakVddDrop_mv = 0.158

[flow_run]
warnings = 30
max_cap_violations = 0

[detailed_routing]
diodes = 0
drt_wl_total_mm = 66.8
dr.pass1.iters = 5
antenna_left = 0
vias = 13525
routedWlPerCell_um = 25.3
drt_iter0_drc = 796
detail_route.drc_violations = 0
viasPerCell = 5.13

[synth]
synthAdderAreaFrac_pct = 0.201
flop_cell = dfrtp_1
ys_seq_share_pct = 65.4
ys_cells = 1258
yosys_area_um2 = 18600
mux_share_pct = 4.11
yosys_warnings = 1
syn_area_per_cell_um2 = 14.8
netlist_area_um2 = 18600
ys_ff = 487
edf_count = 0
synth_simple_gate_area_share_pct = 5.84
ys_types = 45
synth_async_sr_flop_share_pct = 100
synth-compound-area-share_pct = 20.8
syn_inst = 1258
logic_family = AND-OR/OR-AND gates
xor_area_share_pct = 0.235

[worst_hold_path]
worstHoldPathType = flop to flop

[die]
initCoreUtil_pct = 30.3
rows = 91
chipArea_um2 = 63200
die_h_um = 251
core_area_um2 = 61600
ios = 490
die_w_um = 251
## sequential cells by signal, summed over array words and instances (netlist names)
name	cells
characters	480
charIdx	7
## power by group
part	leakage, nW	switching, mW	total (mW)	internal (mW)
clock network	0.939	0.933	2.46	1.52
registers	5.88	0.0629	2.45	2.39
logic	4.92	0.118	0.347	0.230
total	11.7	1.11	5.25	4.14
## worst max-delay path, stage by stage, from the launching register on
cell and delay (ns):
dfrtp_1 0.57, inv_1 0.15, ha_1 0.32, nand2b_1 0.19, nor2_1 0.07, ha_1 0.37, inv_1 0.15, nor4_2 0.77
buf_4 0.29, and2_1 0.53, buf_4 0.34, a22o_1 0.19
## per-stage QoR
stage / power (mW) / setup slack [ns] / hold slack [ns] / cell area, um2 / util, %
floorplan: 2.58 / 0.277 / 0.439 / 18600 / -
global placement: 2.84 / 4.42 / 0.482 / 24600 / 39.9
detailed placement: 2.84 / 4.43 / 0.480 / 24600 / 39.9
CTS: 5.31 / 4.55 / 0.500 / 26500 / 43.0
global route: 5.43 / 4.22 / 0.511 / 26500 / 43.0
finish: 5.25 / 4.55 / 0.494 / 26500 / 43.0
## metal layers
layer  wire length, um  global-route usage [%]  up-vias
met2             31100                    32.7      617
met4              1630                    4.44        0
li1                  -                       -     5821
met1             28300                    31.8     6990
met3              5810                    7.01       97
met5                 0                       0        -
## cell usage in the layout, fill, tap and decap left out, drive strengths merged, types with 7 or more instances in the layout
cell type      Yosys  final
nand2              7      7
clkbuf            37     69
clkinv             0     13
nor2              43     43
mux2              67     67
buf               66     60
clkdlybuf4s50      0    488
dfrtp            487    487
bufinv             0     10
nand2b             8      8
nand3             61     61
and2              16     16
inv                8      8
a22o             414    414
## area by class of cell
type	instances	share of cell area, %
well taps	837	3.96
clock inverters	27	1.55
flip-flops and latches	487	46.0
clock buffers	69	5.66
inverters	8	0.128
repair buffers	548	20.2
multi-input cells	660	22.4
## path summary, 6_finish.rpt
kind | slack, ns | cells after the start | start | end
setup / recovery | 4.55 | 11 | charIdx[0]$_DFF_PP0_ | characters[168]$_DFF_PP0_
hold / removal | 0.49 | 1 | characters[368]$_DFF_PP0_ | characters[368]$_DFF_PP0_
setup reg to reg | 4.55 | 11 | charIdx[0]$_DFF_PP0_ | characters[168]$_DFF_PP0_
hold reg to reg | 0.49 | 1 | characters[368]$_DFF_PP0_ | characters[368]$_DFF_PP0_
max in group asynchronous | 5.11 | 5 | rst | characters[303]$_DFF_PP0_
min in group asynchronous | 1.69 | 3 | rst | characters[61]$_DFF_PP0_
## synth_stat cells, types with 2 or more instances
library cell | number | area share, %
and2_1 | 16 | 0.54
or2_2 | 2 | 0.067
xnor2_1 | 4 | 0.19
ha_1 | 3 | 0.20
dfrtp_1 | 487 | 65
buf_6 | 15 | 0.91
nor4_4 | 3 | 0.34
clkbuf_1 | 37 | 0.74
nand2_1 | 7 | 0.14
mux2_1 | 2 | 0.12
buf_1 | 2 | 0.040
buf_4 | 6 | 0.24
a22o_1 | 393 | 18
nor3_1 | 3 | 0.081
nand3_1 | 6 | 0.16
a211oi_4 | 3 | 0.32
nor2b_1 | 3 | 0.10
inv_1 | 8 | 0.16
nand2b_1 | 8 | 0.27
a22o_2 | 21 | 1.1
buf_2 | 39 | 1.0
nor2_1 | 43 | 0.87
mux2_2 | 62 | 3.7
o21ai_0 | 3 | 0.081
nand3_2 | 55 | 3.0
buf_8 | 4 | 0.32
o2bb2ai_1 | 2 | 0.094
o311ai_4 | 2 | 0.28
mux2_4 | 3 | 0.24
## logic make-up after synthesis
logic type      Yosys count
compound gates          431
xor+xnor                  5
fa+ha+maj                 3
buf+inv                 111
flops                   487
mux                      67
simple gates            154
No activity file was given, so power comes from the tool's default toggle rates.
