### flow/config.mk
export PLATFORM = sky130hd
export DESIGN_NAME = positionSelector
export DESIGN_NICKNAME = positionSelector
export VERILOG_FILES = /design/flow/design.v
export SDC_FILE = /design/flow/constraint.sdc
export NUM_CORES = 4
export LEC_CHECK = 1
export CORE_AREA = 10 10 103 103
export DIE_AREA = 0 0 113 113
### flow/run.sh
#!/bin/bash
# OpenROAD 26Q1-2900-gdf79404cd8, Yosys 0.63+post, stock flow scripts
make -C /OpenROAD-flow-scripts/flow DESIGN_CONFIG=/design/flow/config.mk WORK_HOME=/design/flow/orfs finish
### flow/design.v
`timescale 1ns / 1ps
module positionSelector #(
	parameter NUM_CHARS_PER_LINE = 16,
	parameter NUM_CHARS = 24
) (
	output isTextArea,
	output [7:0] charIdx,
	output [12:0] pixelCoorH,
	output [9:0] pixelCoorV,
	input [12:0] hcounter,
	input [9:0] vcounter
);
parameter LINES = (NUM_CHARS + NUM_CHARS_PER_LINE - 1) / NUM_CHARS_PER_LINE;
wire [12:0] screenCoorH;
wire [9:0] screenCoorV;
assign screenCoorH = hcounter - 200;
assign screenCoorV = vcounter - 200;
assign pixelCoorV = screenCoorV % 74;
assign pixelCoorH = screenCoorH % 90;
assign charIdx = NUM_CHARS_PER_LINE * (screenCoorV / 74) + (screenCoorH / 90);
assign isTextArea = isTextSection && isNotPadding;
assign isNotPadding = pixelCoorH < 80 && pixelCoorV < 64;
assign isTextSection = (screenCoorH >= 0 && screenCoorH < 90 * NUM_CHARS_PER_LINE && screenCoorV >= 0 && screenCoorV < 74 * LINES);
endmodule
### flow/constraint.sdc
current_design positionSelector

set clk_period 16.0
set clk_io_pct 0.2

create_clock -name clk0 -period $clk_period

set non_clock_inputs [all_inputs -no_clocks]
set_input_delay [expr $clk_period * $clk_io_pct] -clock clk0 $non_clock_inputs
set_output_delay [expr $clk_period * $clk_io_pct] -clock clk0 [all_outputs]
==> ci_impl_report.md <==
### Metrics collected by this job

| Metric | Value |
|---|---|
| Vias in the first global route | 4476 |
| Gp weighted congestion | 1.02 |
| Initial detailed-routing violation count | 412 |
| AO/OA Area Share | 0.377 |
| ANT nets after route | 0 |
| Commonest cells after routing, fill and taps aside | 62 x nand2_1, 55 x nor2_1, 55 x clkdlybuf4s50_1, 53 x o21ai_0, 45 x xnor2_1 |
| Top logic family | AND-OR/OR-AND gates |
| Vias | 5010 |
| Tmin final | 15.31 ns |
| Yosys Instances | 663 |
| Detail Placement HPWL | 10700 um |
| Largest net degree at the start of global routing | 22 |
| Pre-CTS setup slack | -0.0275 ns |
| Vias/cell | 6.31 |
| Initial antenna violation count | 0 |
| Ys Warns | 2 |
| RSZ-0062 raised after global routing | no |
| Fp_density | 0.525 |
| Gate Count Post-Synth | between 600 and 700 |
| Reg area | 0 sq um |
| Unique cell types | 94 |
| CLK BUF | 0 |
| WL/cell | 16.3 um |
| Highest-count logic cell in the final layout | nand2_1 |
| Full die area | 0.0128 sq mm |
| Final Hold Vio Count | 0 |
| Adder Share, Synth | 0.0514 |
| Flip-flop and latch count | 0 |
| Die height | 113 um |
| Min-delay worst type | in2out |
| Row cnt | 33 |
| Final wirelength | 12900 um |
| Max-slew violations | 0 |
| CP Max Fanout | 13 |
| Core area | 0.00830 sq mm |
| Crit end category | output pin |
| CTS resizes | 1 |
| Residual DRC | 0 |
| Layout Utilization | 0.597 |
| Tightest Pin Transition | around 0.79 ns |
| # setup viols final | 0 |
| Fmax | roughly 65 MHz |
| Diodes inserted | 0 |
| Setup Fix Bufs, Post-CTS | 0 |
| Arrival time at the worst endpoint | approximately 12 ns |
| Die width | 113 um |
| Critical Path Start Type | primary input |
| Peak supply drop | 0.000112 V |
| Leak | 1.77 nW |
| Mux cell area share | 0.0582 |
| Tot GR Track Use | 0.196 |
| Setup ws final | 0.690 ns |
| First-pass GRT wire length | 22000 um |
| Global route overflow | 0 |
| CP required | 12.80 ns |
| Register share after synthesis | 0 |
| Ratio of cells with drive above 1 in the final layout | 0.0885 |
| YS chip area | 0.00436 sq mm |
| Finished Cell Area | 0.00495 sq mm |
| Cell Area, Synth | 0.00436 sq mm |
| XOR Share, Synth | 0.140 |
| Placed Area | 0.00492 sq mm |
| CTS Hold Bufs | 0 |
| Pwr per Cell Area | 233 mW/mm^2 |
| Synth-to-Final Area Change | 13.6% |
| Mapped Avg Cell Area | 6.58 sq um |
| Simple-Gate Fraction of Synth Area | 0.317 |
| Maxcap violations | 0 |
| Status | completed |
| Relative slew slack | 0.469 |
| OpenROAD warnings | 38 |
| Period utilisation layout | 0.957 |
| Crit Path Class | in2out |
| PortBufs | 55 |
| I/O Pins | around 55 |
| DRT Pass-1 Iters | 5 |
-- metal layers --
metal  routed length (um)  share of wire  track usage  vias to the layer above
met1                 6480           0.50        0.298                     2297
met2                 5700           0.44        0.305                      139
met3                  609          0.047       0.0134                       12
met4                  116         0.0090       0.0161                        0
li1                     -              -            -                     2562
met5                    0              0            0                        -
-- worst paths after layout --
kind,startpoint,slack (ns),depth (start not counted),end
worst max-delay path,hcounter[4],0.69,27,pixelCoorH[9]
worst min-delay path,vcounter[0],7.25,2,pixelCoorV[0]
-- cells by family after synthesis --
logic type	count (synthesis)
mux	24
compound gates	230
fa+ha+maj	18
xor+xnor	67
simple gates	265
buf+inv	59
-- cell usage after synthesis (4+ instances only) --
master | number | area (sq um)
o21ai_0 | 53 | 265
and2_1 | 7 | 43.8
or3_1 | 11 | 68.8
a21oi_1 | 41 | 205
a31oi_1 | 13 | 81.3
nand3b_1 | 4 | 30.0
nor2b_1 | 9 | 56.3
nor3_1 | 25 | 125
nand3_1 | 22 | 110
a22oi_1 | 5 | 37.5
nand2b_1 | 14 | 87.6
a311o_1 | 5 | 50.1
o311ai_0 | 4 | 35.0
or2_2 | 14 | 87.6
ha_1 | 13 | 163
nor2_1 | 56 | 210
or4_1 | 5 | 37.5
a211oi_1 | 8 | 60.1
inv_2 | 4 | 15.0
a211o_1 | 7 | 61.3
buf_2 | 9 | 45.0
nand4_1 | 4 | 25.0
o31ai_1 | 7 | 52.6
mux2_2 | 7 | 78.8
mux2i_1 | 16 | 160
and3_1 | 7 | 43.8
o211ai_1 | 10 | 75.1
xor2_1 | 18 | 158
o21a_1 | 8 | 60.1
nor4_1 | 6 | 37.5
xnor2_1 | 46 | 403
o22ai_1 | 5 | 31.3
inv_1 | 20 | 75.1
nand2_1 | 62 | 233
clkbuf_1 | 18 | 67.6
-- critical path: stages --
cell and delay, ns:
clkdlybuf4s50_1 0.68, inv_1 0.14, ha_1 0.29, nor4b_1 0.42, a21boi_2 0.34, o21a_1 0.25, nand3_1 0.10, o22ai_1 0.60
inv_2 0.09, o311ai_4 0.51, inv_2 0.16, a211o_1 0.36, a211o_1 0.32, and3_4 0.19, or3_1 0.48, a21boi_1 0.48
nor2_1 0.25, xnor2_1 0.58, mux2_4 0.36, o31a_1 0.37, inv_2 0.21, nand2_2 0.14, a311oi_4 0.37, and4bb_1 0.31
nand3_1 0.10, a311o_1 0.36, clkdlybuf4s50_1 0.40
-- where the power goes --
| part | switching [mW] | internal [mW] | total (mW) |
|---|---|---|---|
| Sequential | 0 | 0 | 0 |
| Combinational | 0.572 | 0.584 | 1.16 |
| Clock | 0 | 0 | 0 |
-- final cells by class --
| cell class | count | area (sq um) |
|---|---|---|
| inverters | 27 | 103 |
| repair buffers | 58 | 573 |
| fillers | 809 | 3340 |
| well taps | 105 | 131 |
| multi-input cells | 604 | 4150 |
-- through the flow --
stage	total power, mW	hold WS, ns	instances	TNS [ns]
finish	1.16	7.25	794	0
global route	1.31	7.30	794	0
CTS	1.16	7.26	794	0
detailed placement	1.16	7.26	794	-0.0275
global placement	1.16	7.26	794	-0.0271
floorplan	0.735	6.43	663	0
Power and IR drop assume default switching activity.
