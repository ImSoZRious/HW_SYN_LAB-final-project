==> flow/run.sh <==
#!/bin/bash
# OpenROAD 26Q1-2900-gdf79404cd8, Yosys 0.63+post, stock flow scripts
make -C /OpenROAD-flow-scripts/flow DESIGN_CONFIG=/design/flow/config.mk WORK_HOME=/design/flow/orfs finish
==> flow/config.mk <==
export PLATFORM = sky130hd
export DESIGN_NAME = counter
export DESIGN_NICKNAME = counter
export VERILOG_FILES = /design/flow/design.v
export SDC_FILE = /design/flow/constraint.sdc
export NUM_CORES = 4
export LEC_CHECK = 1
export CORE_AREA = 10 10 86 86
export DIE_AREA = 0 0 96 96
==> flow/constraint.sdc <==
current_design counter

set clk_period 4.1
set clk_io_pct 0.2

create_clock -name clk0 -period $clk_period [get_ports {clk}]

set non_clock_inputs [all_inputs -no_clocks]
set_input_delay [expr $clk_period * $clk_io_pct] -clock clk0 $non_clock_inputs
set_output_delay [expr $clk_period * $clk_io_pct] -clock clk0 [all_outputs]
==> flow/design.v <==
`timescale 1ns / 1ps
module counter(state, num3, num2, num1, num0, sw, btnU, btnD, btnR, btnL, btnC, clk);
    output [3:0] num3, num2, num1, num0;
    output [2:0] state;
    input [1:0] sw;
    input clk;
    input btnU,btnL,btnR,btnD,btnC;
    reg [3:0] num3, num2, num1, num0;
    reg [2:0] state;
    initial
        begin
            num3 = 0;
            num2 = 0;
            num1 = 0;
            num0 = 0;
            state = 3'b000;
        end
    always @(posedge clk)
        begin
            case (state)
                3'b000: begin num0 <= 0; num1 <= 0; num2 <= 0; num3 <= 0; end
                3'b001: begin num0 <= 0; num1 <= 1; num2 <= 0; num3 <= 0; end
                3'b010: begin num0 <= 0; num1 <= 0; num2 <= 3; num3 <= 0; end
                3'b011: begin num0 <= 0; num1 <= 0; num2 <= 0; num3 <= 5; end
                3'b100: begin num0 <= 0; num1 <= 1; num2 <= 3; num3 <= 5; end
                3'b101: begin num0 <= 1; num1 <= 1; num2 <= 1; num3 <= 1; end
                3'b110: begin num0 <= 9; num1 <= 9; num2 <= 9; num3 <= 9; end
                default: begin num0 <= 0; num1 <= 0; num2 <= 0; num3 <= 0; end
            endcase
            case ({sw,btnU,btnL,btnR,btnD,btnC})
                7'b0100000: state <= (state + 1) % 5;
                7'b1000000: state <= (state + 4) % 5;
                7'b0000001: state <= 3'b000;
                7'b0000010: state <= 3'b110;
                7'b0000100: state <= 3'b001;
                7'b0001000: state <= 3'b010;
                7'b0010000: state <= 3'b101;
                default: state <= state;
            endcase
        end  
endmodule
==> results_slide.txt <==
Synthesis and Place & Route Summary

Routing
  • Vias: 677
  • ANT nets after route: 0
  • Routed WL: 1690 µm
  • Wire per inst: about 9.3 µm
  • Initial DRC Count: 47
  • Vias per cell: 3.72
  • Pre-Repair DR Iteration Count: 4
  • Ant. Diodes: 0
  • DRC errors left: 0

Clocking
  • Resized cells post-CTS: 0
  • # hold bufs at CTS: 0
  • CTS tree: built
  • CTS sink cnt: 10
  • Clock root cell: clkbuf_8
  • # Post-CTS Setup Buffers: 0
  • Clock Latency Late Sink: 0.23 ns
  • Num CTS Buffers: 3
  • H-Tree Depth: 1
  • Clock Tree Buf Depth: 2
  • Clk slew on worst S/H paths: 0.05 ns

Setup path
  • Startpoint Class: input pin
  • CP peak stage delay: ~0.67 ns
  • CP max-delay cell: or4_1
  • CP required: 4.18 ns
  • Cell family with most CP delay: simple AND/OR/NAND/NOR gates
  • Buffer and inverter count on the worst path: 1
  • R2r setup slk: roughly 1.1 ns
  • Critical-path cell list: clkdlybuf4s50_1 -> or4_1 -> or4b_4 -> o21ai_0 -> a21oi_1 -> ha_1 -> nor2b_1 -> o211ai_2 -> a22oi_2 -> mux2_4 -> o22ai_1
  • Crit end category: register
  • Arrival @ worst endpoint: around 3.9 ns
  • Critical path peak fanout: 6
  • Critical path class: in2reg

Synthesis
  • Register share after synthesis: 28.4%
  • Top cells by area: dfxtp_1, edfxtp_1, ha_1
  • Asr flop ratio synth: 0%
  • Top cell type's share of synthesized area: 17.3%
  • Cell Type Count: 37
  • Yosys synthesis chip area: 812 µm²
  • Commonest flop: dfxtp_1
  • Count leader, synth: buf_4
  • # Cells Yosys: around 90
  • Synth cell count leaders: buf_4, dfxtp_1, ha_1, nor2_1
  • #FFs+latches synth: 10
  • Area leader, netlist: dfxtp_1
  • Yosys warns: 1
  • Syn Area/Cell: roughly 9 µm²
  • Post-synth EDFFs: 3
  • Syn Inst Count: 90
  • Syn Std Cell Area: 812 µm²

Final timing
  • Final Max Tran Viols: 0
  • Post-route minimum period: 3.81 ns
  • Setup-failing EPs final: 0
  • Post-Route Setup TNS: 0 ns
  • Final WS setup: 0.292 ns
  • RSZ-0062 raised after global routing: false
  • Cycle use final: ~93%
  • Fmax: about 0.26 GHz
  • Clock skew: about 0.0055 ns
  • Final hold violation count: 0

Worst hold path
  • Tightest Hold Check Type: reg2reg

Flow run
  • Max-cap violations: 0
  • Tool warnings: 29

Die
  • Fp util: between 10% and 20%
  • Die Span Y: 96 µm
  • Num ports: 27
  • Die area: a little over 9000 µm²
  • Core area: approximately 5500 µm²
  • Die Wd: 96 µm
  • FP Rows: 27

Cells and area
  • Reg area: 230 µm²
  • Fill count: between 600 and 700
  • Fraction of layout cells with a size suffix above 1: between 10% and 20%
  • Logic area: 509 µm²
  • Area Overhead vs Synth: 36.5%
  • Layout Cells excl Fill: between 150 and 200
  • Cell area after layout: 1110 µm²

Global route
  • GRT Total Usage: 3.27%
  • Antenna violations before repair: 0
  • Vias in the first global route: 627
  • First-pass GRT wire length: 2550 µm
  • Gr ovfl total: 0
  • Largest net degree at the start of global routing: 15

Placed design
  • Placed Area: about 1100 µm²
  • RePlAce Congestion: roughly 0.8
  • Post-place setup slack: 0.0561 ns
  • DP Wirelength: about 1400 µm
  • Inst Count DP: between 150 and 200
  • IO buf count: 20

Power and ir drop
  • Net Sw Frac: about a fifth
  • P_sw: between 0.05 and 0.06 mW
  • Peak supply drop: 116 µV
  • Clock share of power: 40.3%
  • Leak pwr: ~0.41 nW
  • Internal power: 0.198 mW
  • Total Power: ~0.25 mW
  • Combinational power share: 16.7%
  • Seq pwr share: 43.1%
  • Cell Pwr Density: 226 nW/µm²

Run status
  • Outcome: completed
==> state kept, by name (all words and copies together), names as in the netlist <==
name   cells
num3       3
state      3
num2       2
num0       1
num1       1
==> cell families (layout without fill, tap and decap cells) <==
group,count (synthesis),in the layout,share of synthesized area (%)
other,1,6,0.462
and+or+nand+nor,30,30,21.6
adders and majority gates,7,7,10.8
buffers and inverters,15,30,11.2
muxes,4,4,5.70
AOI/OAI and AO/OA,17,17,15.4
xor gates and xnor gates,6,6,6.47
DFF,10,10,28.4
==> cell type report <==
type	instances	share of cell area (%)
timing repair buffer	23	20.1
tap	72	8.13
clock buffer	4	4.06
inverter	3	1.02
multi-input combinational	70	45.9
sequential	10	20.8
==> power groups by stage <==
| stage | clock, mW | sequential [mW] | combinational (mW) |
|---|---|---|---|
| after CTS | 0.104 | 0.108 | 0.0426 |
| after global routing | 0.109 | 0.108 | 0.0470 |
| final | 0.101 | 0.108 | 0.0418 |
==> per-layer routing <==
metal / track usage (%) / vias to the layer above / routed length, µm
met5: 0 / - / 0
met4: 0.491 / 0 / 14
met3: 1.42 / 2 / 212
met2: 5.21 / 27 / 692
met1: 4.10 / 301 / 770
li1: - / 347 / -
==> final timing paths <==
kind,start,to,depth (start not counted)
setup reg to reg,state[0],state[1],11
setup / recovery,btnC,state[1],11
hold / removal,state[0],num1[0],1
hold reg to reg,state[0],num1[0],1
==> worst reg2reg max path: stages (launching register included) <==
cell      delay, ns
edfxtp_1       0.50
inv_1          0.11
ha_1           0.36
or4b_4         0.56
o21ai_0        0.09
a21oi_1        0.10
ha_1           0.29
nor2b_1        0.13
o211ai_2       0.11
a22oi_2        0.19
mux2_4         0.32
o22ai_1        0.11
==> placed cells by master (no fill, tap or decap), types with 2 or more instances in the layout <==
cell,count
xnor2_1,3
nor2b_1,2
clkbuf_8,3
or4_1,2
ha_1,7
or2_2,2
o21ai_0,4
buf_4,3
edfxtp_1,3
nand2_1,3
clkdlybuf4s50_1,20
nand3_1,4
mux2i_1,2
dfxtp_1,7
nor2_1,7
o21a_1,3
inv_1,3
nor3_1,3
xor2_1,3
o22ai_1,3
conb_1,6
==> stage by stage <==
stage                     utilization [%]  hold WS [ns]
after detailed placement             19.2         0.663
after CTS                            20.0         0.681
final                                20.0         0.678
after floorplan                         -         0.581
after global placement               19.2         0.666
after global routing                 20.0         0.725
Power and IR drop assume default switching activity.
